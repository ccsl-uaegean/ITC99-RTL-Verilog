--- ./design.v ---
module b14(clock, reset, addr, datai, datao, rd, wr);
input clock;
input reset;
input [31:0] datai;
output reg [19:0] addr;
output reg [31:0] datao;
output reg rd;
output reg wr;
parameter FETCH = 0;
parameter EXEC = 1;
parameter ZERO = 0;   
parameter ONE = 1;
parameter TWO = 2;
parameter THREE = 3;
parameter FOUR = 4;
parameter FIVE = 5;
parameter SIX = 6;
parameter SEVEN = 7;
parameter EIGHT = 8;
parameter NINE = 9;
parameter TEN = 10;
parameter ELEVEN = 11;
parameter TWELVE = 12;
parameter THIRTEEN = 13;
parameter FOURTEEN = 14;
parameter FIFTEEN = 15;
reg  [31:0] reg0;
reg  [31:0] reg1;
reg  [31:0] reg2;
reg  [31:0] reg3;
reg B;
reg [31:0] MAR;
reg [31:0] MBR;
reg [31:0] mf;
reg [31:0] df;
reg [31:0] cf;
reg [31:0] ff;
reg [31:0] tail;
reg signed [31:0] IR;
reg state;
reg signed [31:0] r,m;
reg [31:0] d,t;
reg [31:0] temp;
reg [31:0] s;
wire signed [31:0] tsign = t;  
always @(posedge clock, posedge reset) begin  
    if(reset == 1'b1) begin
		MAR = 0;
		MBR = 0;
		IR = 0;
		d = 0;
		r = 0;
		m = 0;
		s = 0;
		t = 0; 
		temp = 0;
		mf = 0;
		df = 0;
		ff = 0;
		cf = 0;
		tail = 0;
		B = 1'b0;
		reg0 = 0;
		reg1 = 0;
		reg2 = 0;
		reg3 = 0;
		addr <= 0;
		rd <= 1'b0;
		wr <= 1'b0;
		datao <= 0;
		state = FETCH;
		end else begin
		rd <= 1'b0;
		wr <= 1'b0;
		case(state)
			FETCH : begin
				MAR = reg3 % 2 ** 20;
				MBR = datai;
				addr <= MAR;
				rd <= 1'b1;
				IR <= MBR;
				state = EXEC;
			end
			EXEC : begin
				if(IR < 0) begin
					IR =  -IR;
				end
				mf = (IR / 2 ** 27) % 4;
				df = (IR / 2 ** 24) % 2 ** 3;
				ff = (IR / 2 ** 19) % 2 ** 4;
				cf = (IR / 2 ** 23) % 2;
				tail = IR % 2 ** 20;
				reg3 = (reg3 % 2 ** 29) + 8;
				s = (IR / 2 ** 29) % 4;
				case(s)
					ZERO : begin
						r = reg0;
					end
					ONE : begin
						r = reg1;
					end
					TWO : begin
						r = reg2;
					end
					THREE : begin
						r = reg3;
					end
				endcase
				case(cf)
					ONE : begin
						case(mf)
							ZERO : begin
								m = tail;
							end
							ONE : begin
								m = datai;
								addr <= tail;
								rd <= 1'b1;
							end
							TWO : begin
								addr <= (tail + reg1) % 2 ** 20;
								rd <= 1'b1;
								m = datai;
							end
							THREE : begin
								addr <= (tail + reg2) % 2 ** 20;
								rd <= 1'b1;
								m = datai;
							end
						endcase
						case(ff)
							ZERO : begin
								if(r < m) begin
									B = 1'b1;
								end
								else begin
									B = 1'b0;
								end
							end
							ONE : begin
								if(!(r < m)) begin
									B = 1'b1;
								end
								else begin
									B = 1'b0;
								end
							end
							TWO : begin
								if(r == m) begin
									B = 1'b1;
								end
								else begin
									B = 1'b0;
								end
							end
							THREE : begin
								if(!(r == m)) begin
									B = 1'b1;
								end
								else begin
									B = 1'b0;
								end
							end
							FOUR : begin
								if(!(r > m)) begin
									B = 1'b1;
								end
								else begin
									B = 1'b0;
								end
							end
							FIVE : begin
								if(r > m) begin
									B = 1'b1;
								end
								else begin
									B = 1'b0;
								end
							end
							SIX : begin
								if(r > (2 ** 30 - 1)) begin
									r = r - 2 ** 30;
								end
								if(r < m) begin
									B = 1'b1;
								end
								else begin
									B = 1'b0;
								end
							end
							SEVEN : begin
								if(r > (2 ** 30 - 1)) begin
									r = r - 2 ** 30;
								end
								if(!(r < m)) begin
									B = 1'b1;
								end
								else begin
									B = 1'b0;
								end
							end
							EIGHT : begin
								if((r < m) || (B == 1'b1)) begin
									B = 1'b1;
								end
								else begin
									B = 1'b0;
								end
							end
							NINE : begin
								if(!(r < m) || (B == 1'b1)) begin
									B = 1'b1;
								end
								else begin
									B = 1'b0;
								end
							end
							TEN : begin
								if((r == m) || (B == 1'b1)) begin
									B = 1'b1;
								end
								else begin
									B = 1'b0;
								end
							end
							ELEVEN : begin
								if(!(r == m) || (B == 1'b1)) begin
									B = 1'b1;
								end
								else begin
									B = 1'b0;
								end
							end
							TWELVE : begin
								if(!(r > m) || (B == 1'b1)) begin
									B = 1'b1;
								end
								else begin
									B = 1'b0;
								end
							end
							THIRTEEN : begin
								if((r > m) || (B == 1'b1)) begin
									B = 1'b1;
								end
								else begin
									B = 1'b0;
								end
							end
							FOURTEEN : begin
								if(r > (2 ** 30 - 1)) begin
									r = r - 2 ** 30;
								end
								if((r < m) || (B == 1'b1)) begin
									B = 1'b1;
								end
								else begin
									B = 1'b0;
								end
							end
							FIFTEEN : begin
								if(r > (2 ** 30 - 1)) begin
									r = r - 2 ** 30;
								end
								if(!(r < m) || (B == 1'b1)) begin
									B = 1'b1;
								end
								else begin
									B = 1'b0;
								end
							end
						endcase
					end
					ZERO : begin
						if(!(df == 7)) begin
							if(df == 5) begin
								if(( ~(B)) == 1'b1) begin
									d = 3;
								end
							end
							else if(df == 4) begin
								if(B == 1'b1) begin
									d = 3;
								end
							end
							else if(df == 3) begin
								d = 3;
							end
							else if(df == 2) begin
								d = 2;
							end
							else if(df == 1) begin
								d = 1;
							end
							else if(df == 0) begin
								d = 0;
							end
							case(ff)
								ZERO : begin
									case(mf)
										ZERO : begin
											m = tail;
										end
										ONE : begin
											m = datai;
											addr <= tail;
											rd <= 1'b1;
										end
										TWO : begin
											addr <= (tail + reg1) % 2 ** 20;
											rd <= 1'b1;
											m = datai;
										end
										THREE : begin
											addr <= (tail + reg2) % 2 ** 20;
											rd <= 1'b1;
											m = datai;
										end
									endcase
									t = 0; 
									case(d)
										ZERO : begin
											reg0 = t - m;
										end
										ONE : begin
											reg1 = t - m;
										end
										TWO : begin
											reg2 = t - m;
										end
										THREE : begin
											reg3 = t - m;
										end
										default : begin
										end
									endcase
								end
								ONE : begin
									case(mf)
										ZERO : begin
											m = tail;
										end
										ONE : begin
											m = datai;
											addr <= tail;
											rd <= 1'b1;
										end
										TWO : begin
											addr <= (tail + reg1) % 2 ** 20;
											rd <= 1'b1;
											m = datai;
										end
										THREE : begin
											addr <= (tail + reg2) % 2 ** 20;
											rd <= 1'b1;
											m = datai;
										end
									endcase
									reg2 = reg3;
									reg3 = m;
								end
								TWO : begin
									case(mf)
										ZERO : begin
											m = tail;
										end
										ONE : begin
											m = datai;
											addr <= tail;
											rd <= 1'b1;
										end
										TWO : begin
											addr <= (tail + reg1) % 2 ** 20;
											rd <= 1'b1;
											m = datai;
										end
										THREE : begin
											addr <= (tail + reg2) % 2 ** 20;
											rd <= 1'b1;
											m = datai;
										end
									endcase
									case(d)
										ZERO : begin
											reg0 = m;
										end
										ONE : begin
											reg1 = m;
										end
										TWO : begin
											reg2 = m;
										end
										THREE : begin
											reg3 = m;
										end
										default : begin
										end
									endcase
								end
								THREE : begin
									case(mf)
										ZERO : begin
											m = tail;
										end
										ONE : begin
											m = datai;
											addr <= tail;
											rd <= 1'b1;
										end
										TWO : begin
											addr <= (tail + reg1) % 2 ** 20;
											rd <= 1'b1;
											m = datai;
										end
										THREE : begin
											addr <= (tail + reg2) % 2 ** 20;
											rd <= 1'b1;
											m = datai;
										end
									endcase
									case(d)
										ZERO : begin
											reg0 = m;
										end
										ONE : begin
											reg1 = m;
										end
										TWO : begin
											reg2 = m;
										end
										THREE : begin
											reg3 = m;
										end
										default : begin
										end
									endcase
								end
								FOUR : begin
									case(mf)
										ZERO : begin
											m = tail;
										end
										ONE : begin
											m = datai;
											addr <= tail;
											rd <= 1'b1;
										end
										TWO : begin
											addr <= (tail + reg1) % 2 ** 20;
											rd <= 1'b1;
											m = datai;
										end
										THREE : begin
											addr <= (tail + reg2) % 2 ** 20;
											rd <= 1'b1;
											m = datai;
										end
									endcase
									case(d)
										ZERO : begin
											temp = r + m;
											reg0 = temp [29:0];
										end
										ONE : begin
											temp = r + m;
											reg1 = temp [29:0];
										end
										TWO : begin
											temp = r + m;
											reg2 = temp [29:0];
										end
										THREE : begin
											temp = r + m;
											reg3 = temp [29:0];
										end
										default : begin
										end
									endcase
								end
								FIVE : begin
									case(mf)
										ZERO : begin
											m = tail;
										end
										ONE : begin
											m = datai;
											addr <= tail;
											rd <= 1'b1;
										end
										TWO : begin
											addr <= (tail + reg1) % 2 ** 20;
											rd <= 1'b1;
											m = datai;
										end
										THREE : begin
											addr <= (tail + reg2) % 2 ** 20;
											rd <= 1'b1;
											m = datai;
										end
									endcase
									case(d)
										ZERO : begin
											temp = r + m;
											reg0 = temp [29:0];
										end
										ONE : begin
											temp = r + m;
											reg1 = temp [29:0];
										end
										TWO : begin
											temp = r + m;
											reg2 = temp [29:0];
										end
										THREE : begin
											temp = r + m;
											reg3 = temp [29:0];
										end
										default : begin
										end
									endcase
								end
								SIX : begin
									case(mf)
										ZERO : begin
											m = tail;
										end
										ONE : begin
											m = datai;
											addr <= tail;
											rd <= 1'b1;
										end
										TWO : begin
											addr <= (tail + reg1) % 2 ** 20;
											rd <= 1'b1;
											m = datai;
										end
										THREE : begin
											addr <= (tail + reg2) % 2 ** 20;
											rd <= 1'b1;
											m = datai;
										end
									endcase
									case(d)
										ZERO : begin
											temp = r - m;
											reg0 = temp[29:0];
										end
										ONE : begin
											temp = r - m;
											reg1 = temp[29:0];
										end
										TWO : begin
											temp = r - m;
											reg2 = temp[29:0];
										end
										THREE : begin
											temp = r - m;
											reg3 = temp[29:0];
										end
										default : begin
										end
									endcase
								end
								SEVEN : begin
									case(mf)
										ZERO : begin
											m = tail;
										end
										ONE : begin
											m = datai;
											addr <= tail;
											rd <= 1'b1;
										end
										TWO : begin
											addr <= (tail + reg1) % 2 ** 20;
											rd <= 1'b1;
											m = datai;
										end
										THREE : begin
											addr <= (tail + reg2) % 2 ** 20;
											rd <= 1'b1;
											m = datai;
										end
									endcase
									case(d)
										ZERO : begin
											temp = r - m;
											reg0 = temp [29:0];
										end
										ONE : begin
											temp = r - m;
											reg1 = temp [29:0];
										end
										TWO : begin
											temp = r - m;
											reg2 = temp [29:0];
										end
										THREE : begin
											temp = r - m;
											reg3 = temp [29:0];
										end
										default : begin
										end
									endcase
								end
								EIGHT : begin
									case(mf)
										ZERO : begin
											m = tail;
										end
										ONE : begin
											m = datai;
											addr <= tail;
											rd <= 1'b1;
										end
										TWO : begin
											addr <= (tail + reg1) % 2 ** 20;
											rd <= 1'b1;
											m = datai;
										end
										THREE : begin
											addr <= (tail + reg2) % 2 ** 20;
											rd <= 1'b1;
											m = datai;
										end
									endcase
									case(d)
										ZERO : begin
											temp = r + m;
											reg0 = temp [29:0];
										end
										ONE : begin
											temp = r + m;
											reg1 = temp [29:0];
										end
										TWO : begin
											temp = r + m;
											reg2 = temp [29:0];
										end
										THREE : begin
											temp = r + m;
											reg3 = temp [29:0];
										end
										default : begin
										end
									endcase
								end
								NINE : begin
									case(mf)
										ZERO : begin
											m = tail;
										end
										ONE : begin
											m = datai;
											addr <= tail;
											rd <= 1'b1;
										end
										TWO : begin
											addr <= (tail + reg1) % 2 ** 20;
											rd <= 1'b1;
											m = datai;
										end
										THREE : begin
											addr <= (tail + reg2) % 2 ** 20;
											rd <= 1'b1;
											m = datai;
										end
									endcase
									case(d)
										ZERO : begin
											temp = (r - m);
											reg0 = temp [29:0];
										end
										ONE : begin
											temp = (r - m);
											reg1 = temp [29:0];
										end
										TWO : begin
											temp = (r - m);
											reg2 = temp [29:0];
										end
										THREE : begin
											temp = (r - m);
											reg3 = temp [29:0];
										end
										default : begin
										end
									endcase
								end
								TEN : begin
									case(mf)
										ZERO : begin
											m = tail;
										end
										ONE : begin
											m = datai;
											addr <= tail;
											rd <= 1'b1;
										end
										TWO : begin
											addr <= (tail + reg1) % 2 ** 20;
											rd <= 1'b1;
											m = datai;
										end
										THREE : begin
											addr <= (tail + reg2) % 2 ** 20;
											rd <= 1'b1;
											m = datai;
										end
									endcase
									case(d)
										ZERO : begin
											temp = r + m;
											reg0 = temp [29:0];
										end
										ONE : begin
											temp = r + m;
											reg1 = temp [29:0];
										end
										TWO : begin
											temp = r + m;
											reg2 = temp [29:0];
										end
										THREE : begin
											temp = r + m;
											reg3 = temp [29:0];
										end
										default : begin
										end
									endcase
								end
								ELEVEN : begin
									case(mf)
										ZERO : begin
											m = tail;
										end
										ONE : begin
											m = datai;
											addr <= tail;
											rd <= 1'b1;
										end
										TWO : begin
											addr <= (tail + reg1) % 2 ** 20;
											rd <= 1'b1;
											m = datai;
										end
										THREE : begin
											addr <= (tail + reg2) % 2 ** 20;
											rd <= 1'b1;
											m = datai;
										end
									endcase
									case(d)
										ZERO : begin
											temp = (r - m);
											reg0 = temp [29:0];
										end
										ONE : begin
											temp = (r - m);
											reg1 = temp [29:0];
										end
										TWO : begin
											temp = (r - m);
											reg2 = temp [29:0];
										end
										THREE : begin
											temp = (r - m);
											reg3 = temp [29:0];
										end
										default : begin
										end
									endcase
								end
								TWELVE : begin
									case(mf)
										ZERO : begin
											t = r / 2;
										end
										ONE : begin
											t = r / 2;
											if(B == 1'b1) begin
												t = t [28:0];
											end
										end
										TWO : begin
											t = (r[28:0]) * 2;
										end
										THREE : begin
											t = (r[28:0]) * 2;
											if(tsign > (2 ** 30 - 1)) begin
												B = 1'b1;
											end
											else begin
												B = 1'b0;
											end
										end
										default : begin
										end
									endcase
									case(d)
										ZERO : begin
											reg0 = t;
										end
										ONE : begin
											reg1 = t;
										end
										TWO : begin
											reg2 = t;
										end
										THREE : begin
											reg3 = t;
										end
										default : begin
										end
									endcase
								end
								THIRTEEN,FOURTEEN,FIFTEEN : begin
								end
							endcase
						end
						else if(df == 7) begin
							case(mf)
								ZERO : begin
									m = tail;
								end
								ONE : begin
									m = tail;
								end
								TWO : begin
									m = (reg1 % 2 ** 20) + (tail % 2 ** 20);
								end
								THREE : begin
									m = (reg2 % 2 ** 20) + (tail % 2 ** 20);
								end
							endcase
							addr <= m % 2 * 20;
							wr <= 1'b1;
							datao <= r;
						end
					end
				endcase
				state <= FETCH;
			end
		endcase
	end
end
endmodule
--- ./run.sh ---
#!/bin/bash
# OpenROAD 26Q1-2900-gdf79404cd8, Yosys 0.63+post, stock flow scripts
make -C /OpenROAD-flow-scripts/flow DESIGN_CONFIG=/design/flow/config.mk WORK_HOME=/design/flow/orfs finish
--- ./config.mk ---
export PLATFORM = sky130hd
export DESIGN_NAME = b14
export DESIGN_NICKNAME = b14
export VERILOG_FILES = /design/flow/design.v
export SDC_FILE = /design/flow/constraint.sdc
export NUM_CORES = 4
export LEC_CHECK = 1
export CORE_UTILIZATION = 30
--- ./constraint.sdc ---
current_design b14

set clk_period 27.3
set clk_io_pct 0.2

create_clock -name clk0 -period $clk_period [get_ports {clock}]

set non_clock_inputs [all_inputs -no_clocks]
set_input_delay [expr $clk_period * $clk_io_pct] -clock clk0 $non_clock_inputs
set_output_delay [expr $clk_period * $clk_io_pct] -clock clk0 [all_outputs]
==> deck_impl_summary.md <==
Key Metrics from the Run

Synth
  • Chip area in the Yosys report: 24,300 um2
  • Synth warn: 1
  • Cell type with the largest total area: dfrtp_1
  • Ys flop type: dfrtp_1
  • Post-synth ARST share: 100%
  • Count of library flops with an enable pin: 0
  • Post-synth regs: 285
  • Cells after synthesis: 3,102
  • Avg Inst Size Synth: 7.84 um2
  • Yosys Instances: 3,102
  • Max-area cell share: 29.3%
  • Distinct lib cells used: 98
  • Synth Cell Area: 24,300 um2
  • Seq share, synth: 29.3%
  • Cell area leaders: dfrtp_1 (29%), a21oi_1 (5.5%), nor2_1 (5.3%)

Clocking
  • Postcts setup bufs: 0
  • Root Buffer: clkbuf_16
  • # resized after CTS: 0
  • CTS tree: yes
  • CTS Hold Bufs: 0
  • Worst-Skew Late Latency: 590 ps
  • Longest Clk Path Bufs: 3
  • Clk sink count: 285
  • H-tree levels: 2
  • Number of CTS-inserted buffers: 37
  • Clock-pin slew on the worst setup and hold paths: 60 ps

Power
  • Switching power: 0.00126 W
  • Internal: 0.00147 W
  • Sequential Power Share: 27.0%
  • Clock power share: 20.1%
  • Cell Pwr Density: 97.0 nW/um2
  • Worst vdd ir: 0.0835 mV
  • Sw Ratio: 46.2%
  • Leakage Power: 11.2 nW
  • Comb power frac: 52.9%

Layout
  • Sequential cell area: 7140 um2
  • Finished Layout Cells: 4,229
  • Layout cells sized above 1: 11.1%
  • Layout area overhead: 15.4%
  • Dominant logic cell type in the layout: nor2_1
  • Most frequently placed logic cells in the final layout: nor2_1 (339), nand2_1 (297), dfrtp_1 (284), a21oi_1 (267), o21ai_0 (202)
  • MI comb area: 15,900 um2
  • Tally of filler cells in the layout: 8,446

Setup path
  • Reg-to-Reg Start: IR[0]
  • Critical Setup Path Class: reg -> reg
  • Crit Path Max Fanout: 50
  • Worst setup EP type: flip-flop
  • CP startpoint: IR[0]
  • WP data required: 27,740 ps
  • Worst stage delay on the critical path: 640 ps
  • Critical path's slowest cell: a2111oi_0
  • Cell mode on critical path: inv_1
  • CP arrival: 11,280 ps
  • Startpoint Class: flip-flop

Placed design
  • Post-Place Cells: 4,160
  • Placer Congestion: 1.09
  • Final HPWL DP: 89,400 um
  • Pre-CTS setup slack: 16,350 ps
  • IO buf count: 87

Final timing
  • Maximum clock rate: 0.0923 GHz
  • Final max-slew violation count: 0
  • Setup tns final: 0 ps
  • Skew final: 29.3 ps
  • Final hold vios: 0
  • Slew HR: 12.7%
  • Final min period: 10,840 ps
  • RSZ-0062 raised after global routing: false
  • Final worst slack: 16,460 ps
  • Period Utilization, post-route: 39.7%
  • Tightest Pin Transition: 1290 ps
  • Final setup vio count: 0
  • Worst hold slack: 472 ps

Job
  • Max-cap violation count: 0
  • Tool Warnings: 59

Route
  • Antenna violation net count after detailed routing: 0
  • First-pass DRT Iterations: 8
  • Wirelength per Cell: 27.8 um
  • Routed vias: 26,000
  • Drt via density: 6.15
  • Routed WL: 118,000 um
  • # DRC: 0
  • Initial DRC Count: 2,673

Die
  • # IOs: 88
  • Chip Height: 287 um
  • Row count: 104
  • Core box area: 80,400 um2
  • Die Span X: 287 um
  • Pre-Place Util: 30.2%
  • Area of the die: 82,200 um2

Min path
  • Worst Hold Class: reg -> reg
  • Hold path startpoint: m[21]

Outcome
  • Outcome: completed

GRT
  • First-pass GRT wire length: 170,000 um
  • Vias in the first global route: 24,400
  • Gr usage total: 29.0%
  • Grt total ovfl: 0
  • Initial antenna violation count: 5
  • Pin count of the biggest net entering global routing: 106
==> flip-flops by register name, indices dropped and copies added (netlist names), named ones only <==
name and count:
B 1, reg3 29, reg2 32, d 3
addr 20, reg0 32, datao 32, r 32
t 3, IR 32, wr 1, m 32
state 1, reg1 32, rd 1
==> per-stage QoR <==
step,cell area [um2],util [%],total power (W)
2_1_floorplan,24300,-,0.00155
3_3_place_gp,26700,33.2,0.00215
3_5_place_dp,26700,33.2,0.00213
4_1_cts,28100,34.9,0.00270
5_1_grt,28100,34.9,0.00287
6_report,28100,34.9,0.00272
==> kinds of logic (layout without fill, tap and decap cells) <==
family	after synthesis	count (layout)	synth area share, %
AOI/OAI and AO/OA	1056	1056	28.8
xor gates and xnor gates	139	139	5.07
adders and majority gates	100	100	5.24
buffers and inverters	347	412	5.57
DFF	285	285	29.3
muxes	114	114	5.12
other	0	2	0
and+or+nand+nor	1061	1061	20.9
==> Yosys cell counts (16+ instances only) <==
library cell  instances
o21a_1               21
mux2_2               84
o221ai_1             25
o22ai_1              32
inv_1               126
nand2b_1             26
or2_2                18
a221o_1              16
a211oi_1             43
nor2_1              344
mux2i_1              30
xor2_1               41
nand4_1              33
a22oi_1              29
and3_1               29
dfrtp_1             285
nor2b_1              20
a21o_1               30
a31oi_1              67
nand2_1             298
xnor2_1              97
nor3_1               68
o21ai_1              17
buf_1                25
o31ai_1              38
o21ai_0             203
a221oi_1             26
o211ai_1             42
nor4_1               26
or3_1                31
a21oi_1             268
clkbuf_1            174
nand3_1              74
o21bai_1             16
ha_1                 97
==> worst max-delay path, delay by kind of cell, from the launching register on <==
kind | cells | cell delay (ps)
fa+ha+maj | 3 | 1360
flops | 1 | 470
compound gates | 12 | 3870
mux | 1 | 280
simple gates | 8 | 2750
buf+inv | 5 | 1610
xor+xnor | 1 | 300
==> power groups by stage <==
| stage | clock, W | combinational [W] | sequential, W |
|---|---|---|---|
| final | 0.000548 | 0.00144 | 0.000734 |
| after global routing | 0.000571 | 0.00154 | 0.000756 |
| after CTS | 0.000556 | 0.00141 | 0.000730 |
==> per-layer routing <==
layer | global-route usage, % | vias up | wire [um]
li1 | - | 11600 | -
met1 | 38.9 | 12500 | 46700
met2 | 41.9 | 1533 | 49800
met3 | 8.80 | 381 | 12600
met4 | 16.4 | 6 | 8410
met5 | 0 | - | 44
==> worst paths after layout <==
path,depth (start not counted),slack [ps],endpoint
worst max register to register,30,16460,reg0[29]
min in group asynchronous,2,5340,reg1[9]
worst min register to register,2,470,m[21]
worst max-delay path,30,16460,reg0[29]
max in group asynchronous,4,20150,m[25]
worst min-delay path,2,470,m[21]
==> final cells by class <==
type / count / area share [%]
Antenna cell: 2 / 0.0178
Clock buffer: 50 / 3.76
Clock inverter: 17 / 0.985
Inverter: 129 / 1.75
Multi-Input combinational cell: 2470 / 56.7
Sequential cell: 285 / 25.4
Tap cell: 1060 / 4.73
Timing Repair Buffer: 216 / 6.60
Power is estimated from default activity; no workload was simulated.
