==> design/flow/design.v <==
module b05(CLOCK, RESET, START, SIGN, DISPMAX1, DISPMAX2, DISPMAX3, DISPNUM1, DISPNUM2);
input CLOCK;
input RESET;
input START;
output reg SIGN;
output reg [6:0] DISPMAX1;
output reg [6:0] DISPMAX2;
output reg [6:0] DISPMAX3;
output reg [6:0] DISPNUM1;
output reg [6:0] DISPNUM2;
parameter st0 = 0;
parameter st1 = 1;
parameter st2 = 2;
parameter st3 = 3;
parameter st4 = 4;   
reg signed [31:0] NUM;
reg signed [31:0] MAR;
reg signed [31:0] TEMP;
reg signed [31:0] MAX;
reg FLAG; reg MAG1; reg MAG2; reg MIN1;
reg EN_DISP; reg RES_DISP;   
reg signed[31:0] MEM [31:0];   
reg signed [31:0] AC1, AC2;
reg signed [31:0] TM, TN;
reg [2:0] STATO;
reg [5:0] TMN;
initial
begin
   MEM[31] = 50;
   MEM[30] = 50;
   MEM[29] = 40;
   MEM[28] = 0;
   MEM[27] = -22;
   MEM[26] = 0;
   MEM[25] = -50;
   MEM[24] = 75;
   MEM[23] = 10;
   MEM[22] = 125;
   MEM[21] = 100;
   MEM[20] = 229;
   MEM[19] = 151;
   MEM[18] = 229;
   MEM[17] = 229;
   MEM[16] = -18;
   MEM[15] = -29;
   MEM[14] = 50;
   MEM[13] = 40;
   MEM[12] = 0;
   MEM[11] = -11;
   MEM[10] = 186;
   MEM[9] = 229;
   MEM[8] = 186;
   MEM[7] = 181;
   MEM[6] = 229;
   MEM[5] = 75;
   MEM[4] = -10;
   MEM[3] = 229;
   MEM[2] = 0;
   MEM[1] = 40;
   MEM[0] = 50;
   NUM = 31;
   MAR = 31;
   TEMP = 255;
   MAX = 255;
   FLAG = 0;
   TM = 255;
   TN = 255;
   TMN = 0;
   AC1 = -205;
   AC2 = -205;
   STATO = 1;
   EN_DISP = 0;
   RES_DISP = 0;
end
always @(MAR, TEMP, MAX) begin  
    AC1 = MEM[MAR] - TEMP;
    if(AC1 < 0) begin
      MIN1 <= 1'b1;
      MAG1 <= 1'b0;
   end
    else begin
      if(AC1 == 0) begin
         MIN1 <= 1'b0;
         MAG1 <= 1'b0;
      end
      else begin
         MIN1 <= 1'b0;
         MAG1 <= 1'b1;
      end
   end
    AC2 = MEM[MAR] - MAX;
    if((AC2 < 0)) begin
      MAG2 <= 1'b1;
   end
    else begin
      MAG2 <= 1'b0;
   end
end
always @(EN_DISP, RES_DISP, NUM, MAX) begin  
    if(EN_DISP == 1'b1) begin
      DISPMAX1 <= 7'b0000000;
      DISPMAX2 <= 7'b0000000;
      DISPMAX3 <= 7'b0000000;
      DISPNUM1 <= 7'b0000000;
      DISPNUM2 <= 7'b0000000;
      SIGN <= 1'b0;
   end
    else if(RES_DISP == 1'b0) begin
      DISPMAX1 <= 7'b1000000;
      DISPMAX2 <= 7'b1000000;
      DISPMAX3 <= 7'b1000000;
      DISPNUM1 <= 7'b1000000;
      DISPNUM2 <= 7'b1000000;
      SIGN <= 1'b1;
   end
    else begin
      TN = NUM;
      if(MAX < 0) begin
         SIGN <= 1'b1;
		 TM = -MAX[4:0];
      end
      else begin
         SIGN <= 1'b0;
         TM = MAX % 2 ** 5;
      end
      if(TM > 99) begin
         DISPMAX1 <= 7'b0011000;
         TM = TM - 100;
      end
      else begin
         DISPMAX1 <= 7'b0111111;
      end
      if(TM > 89) begin
         DISPMAX2 <= 7'b1111110;
         TM = TM - 90;
      end
      else begin
         if(TM > 79) begin
            DISPMAX2 <= 7'b1111111;
            TM = TM - 80;
         end
         else begin
            if(TM > 69) begin
               DISPMAX2 <= 7'b0011100;
               TM = TM - 70;
            end
            else begin
               if(TM > 59) begin
                  DISPMAX2 <= 7'b1110111;
                  TM = TM - 60;
               end
               else begin
                  if(TM > 49) begin
                     DISPMAX2 <= 7'b1110110;
                     TM = TM - 50;
                  end
                  else begin
                     if(TM > 39) begin
                        DISPMAX2 <= 7'b1011010;
                        TM = TM - 40;
                     end
                     else begin
                        if(TM > 29) begin
                           DISPMAX2 <= 7'b1111001;
                           TM = TM - 30;
                        end
                        else begin
                           if(TM > 19) begin
                              DISPMAX2 <= 7'b1101100;
                              TM = TM - 20;
                           end
                           else begin
                              if(TM > 9) begin
                                 DISPMAX2 <= 7'b0011000;
                                 TM = TM - 10;
                              end
                              else begin
                                 DISPMAX2 <= 7'b0111111;
                              end
                           end
                        end
                     end
                  end
               end
            end
         end
      end
      if(TM > 8) begin
         DISPMAX3 <= 7'b1111110;
      end
      else begin
         if(TM > 7) begin
            DISPMAX3 <= 7'b1111111;
         end
         else begin
            if(TM > 6) begin
               DISPMAX3 <= 7'b0011100;
            end
            else begin
               if(TM > 5) begin
                  DISPMAX3 <= 7'b1110111;
               end
               else begin
                  if(TM > 4) begin
                     DISPMAX3 <= 7'b1110110;
                  end
                  else begin
                     if(TM > 3) begin
                        DISPMAX3 <= 7'b1011010;
                     end
                     else begin
                        if(TM > 2) begin
                           DISPMAX3 <= 7'b1111001;
                        end
                        else begin
                           if(TM > 1) begin
                              DISPMAX3 <= 7'b1101100;
                           end
                           else begin
                              if(TM > 0) begin
                                 DISPMAX3 <= 7'b0011000;
                              end
                              else begin
                                 DISPMAX3 <= 7'b0111111;
                              end
                           end
                        end
                     end
                  end
               end
            end
         end
      end
      if(TN > 9) begin
         DISPNUM1 <= 7'b0011000;
         TN = TN - 10;
      end
      else begin
         DISPNUM1 <= 7'b0111111;
      end
      if(TN > 8) begin
         DISPNUM2 <= 7'b1111110;
      end
      else begin
         if(TN > 7) begin
            DISPNUM2 <= 7'b1111111;
         end
         else begin
            if(TN > 6) begin
               DISPNUM2 <= 7'b0011100;
            end
            else begin
               if(TN > 5) begin
                  DISPNUM2 <= 7'b1110111;
               end
               else begin
                  if(TN > 4) begin
                     DISPNUM2 <= 7'b1110110;
                  end
                  else begin
                     if(TN > 3) begin
                        DISPNUM2 <= 7'b1011010;
                     end
                     else begin
                        if(TN > 2) begin
                           DISPNUM2 <= 7'b1111001;
                        end
                        else begin
                           if(TN > 1) begin
                              DISPNUM2 <= 7'b1101100;
                           end
                           else begin
                              if(TN > 0) begin
                                 DISPNUM2 <= 7'b0011000;
                              end
                              else begin
                                 DISPNUM2 <= 7'b0111111;
                              end
                           end
                        end
                     end
                  end
               end
            end
         end
      end
   end
end
always @(posedge CLOCK, posedge RESET) begin  
    if(RESET == 1'b1) begin
      STATO = st0;
      RES_DISP <= 1'b0;
      EN_DISP <= 1'b0;
      NUM <= 0;
      MAR <= 0;
      TEMP <= 0;
      MAX <= 0;
      FLAG <= 1'b0;
      end else begin
      case(STATO)
         st0 : begin
            RES_DISP <= 1'b0;
            EN_DISP <= 1'b0;
            STATO = st1;
         end
         st1 : begin
            if(START == 1'b1) begin
               NUM <= 0;
               MAR <= 0;
               FLAG <= 1'b0;
               EN_DISP <= 1'b1;
               RES_DISP <= 1'b1;
               STATO = st2;
            end
            else begin
               STATO = st1;
            end
         end
         st2 : begin
            MAX <= MEM[MAR];
            TEMP <= MEM[MAR];
            STATO = st3;
         end
         st3 : begin
            if(MIN1 == 1'b1) begin
               if(FLAG == 1'b1) begin
                  FLAG <= 1'b0;
                  NUM <= NUM + 1;
               end
            end
            else begin
               if(MAG1 == 1'b1) begin
                  if(MAG2 == 1'b1) begin
                     MAX <= MEM[MAR];
                  end
                  FLAG <= 1'b1;
               end
            end
            TEMP <= MEM[MAR];
            STATO = st4;
         end
         st4 : begin
            if(MAR == 31) begin
               if(START == 1'b1) begin
                  STATO = st4;
               end
               else begin
                  STATO = st1;
               end
               EN_DISP <= 1'b0;
            end
            else begin
               MAR <= MAR + 1;
               STATO = st3;
            end
         end
      endcase
   end
end
endmodule
==> design/flow/run.sh <==
#!/bin/bash
# OpenROAD 26Q1-2900-gdf79404cd8, Yosys 0.63+post, stock flow scripts
make -C /OpenROAD-flow-scripts/flow DESIGN_CONFIG=/design/flow/config.mk WORK_HOME=/design/flow/orfs finish
==> design/flow/config.mk <==
export PLATFORM = sky130hd
export DESIGN_NAME = b05
export DESIGN_NICKNAME = b05
export VERILOG_FILES = /design/flow/design.v
export SDC_FILE = /design/flow/constraint.sdc
export NUM_CORES = 4
export LEC_CHECK = 1
export CORE_UTILIZATION = 50
==> design/flow/constraint.sdc <==
current_design b05

set clk_period 6.2
set clk_io_pct 0.2

create_clock -name clk0 -period $clk_period [get_ports {CLOCK}]

set non_clock_inputs [all_inputs -no_clocks]
set_input_delay [expr $clk_period * $clk_io_pct] -clock clk0 $non_clock_inputs
set_output_delay [expr $clk_period * $clk_io_pct] -clock clk0 [all_outputs]
==> out/metrics.yaml <==
run_status: "finished clean"
antenna_found_initial: 0
critPathTopFamily: "buffers and inverters"
crit_cells: 21
die_height_um: 130.8
worstPathMaxFanout: 5
crit_start: "MAX[0]"
ff2ff_setup_slack_ps: 400
netSwitchingPower_mw: 2.189
diodes: 0
dieArea_um2: 17100
yosysTopAreaCell: "dfrtp_1"
port_buffers: 38
edf_count: 0
drive_gt1_frac: 0.2308
switching_share: 0.4534
rows: 46
fin_util: 0.6527
hold_buffers: 0
slowest_delay_ps: 410
synth.most_common_cell: "nor2_1"
p_seq_frac: 0.164
grt_usage: 0.2672
mux_area_frac: 0.02445
clock-root-buffer: "clkbuf_16"
hp-class: "flop to flop"
clock_sinks: 88
clkPwrFrac: 0.113
fillers: 1279
syn2layout_area_growth_pct: 26.41
cts_tree: "yes"
post-route-min-period_ps: 6102
overflow: 0
tightest_slew_ps: 727.3
worstPathCellList: "inv_2, ha_4, buf_4, nor3b_4, ha_4, buf_6, and3b_1, mux2i_1, and2_4, buf_6, ha_1, nand2_2, o21a_4, nor4_4, buf_4, o221ai_2, a32oi_4, buf_6, a211oi_2, o41a_1, clkdlybuf4s50_1"
synth_warnings: 1
critPathKind: "flop to primary output"
clk_pin_slew_ps: 70
warnings: 49
place.gp.congestion: 0.9811
finalMaxSlewViolations: 0
grt_setup_unrepaired: "yes"
ir_drop_uv: 380.6
cp-start-kind: "flop"
yosys_area_um2: 8292
ys_ff: 88
area_leaders: "dfrtp_1 (27%), ha_1 (7.2%), nor2_1 (5.1%)"
worst_path_max_delay_cell: "o41a_1"
power.leakage_nw: 4.694
p_per_area_nw_per_um2: 460.6
final.setup_skew_ps: 7.100
vias: 7941
io_pins: 39
synth-simple-area-share: 0.2570
synthesis.area_um2: 8292
yosysSeqAreaShare: 0.2656
drt_iter0_drc: 602
fmax_ghz: 0.1639
fa_ha_area_frac: 0.09416
topCombFamilyByArea: "simple AND/OR/NAND/NOR gates"
grt_pass1_wl_mm: 35.31
dp.final_hpwl_mm: 16.04
drcViolationCount: 0
rr_endpoint: "MAX[7]"
cp_num_buf_inv: 7
grt_max_degree: 61
crit_end: "DISPMAX3[2]"
crit_top_cell: "buf_6"
r2r-start: "MAR[0]"
cts_buffers: 9
ff2ff_path_depth: 23
drt_wl_total_mm: 22.02
die_w_um: 130.8
detail-route-antenna-nets: 0
detail_route.vias_per_cell: 5.784
finalSetupTns_ps: 0
required_ps: 4960
avgSynthCellArea_um2: 8.058
ys_top_cells_by_count: "nor2_1 (113), dfrtp_1 (88), nand2_1 (70)"
maxCapViolCount: 0
power.internal_mw: 2.639
grt_pass1_vias: 7026
finalCritPeriodShare: 0.9841
finalSetupViolCount: 0
htreeDepth: 3
clock_path_buffers: 2
ys_cells: 1029
fp-utilization: 0.5164
synthFlopType: "dfrtp_1"
first_pass_iters: 5
post-synth-top-area-fraction: 0.2656
synthAoiAreaFrac: 0.2182
arrival_ps: 4860
pwr-share-comb: 0.723
finalHoldViolations: 0
clock_latency_ps: 350
ys_sh_xor: 0.07243
async_flop_share: 1.000
timing.critical_path.to_type: "primary output"
synth_cell_types: 96
wl_per_cell_um: 16.04
coreArea_um2: 16060
netlist_instances: 1029
maxSlewHeadroom: 0.5114
worst min path at each step:
stage     cells after the start  slack [ps]  endpoint   start
4_1_cts                       1         500    MAX[5]  MAX[5]
5_1_grt                       1         500    MAX[5]  MAX[5]
6_report                      1         490    MAX[5]  MAX[5]
metal layers:
metal	routed length (um)	vias up	track usage
met5	0	-	0
met4	174	0	0.02502
met3	1178	15	0.03607
met2	9552	212	0.3922
met1	11110	3735	0.4441
li1	-	3979	-
cell usage in the layout (no fill, tap or decap), types with 9 or more instances in the layout:
| cell | instances |
|---|---|
| a21o_1 | 11 |
| a21oi_1 | 49 |
| a31oi_1 | 10 |
| and3_1 | 20 |
| buf_4 | 136 |
| clkbuf_16 | 9 |
| clkdlybuf4s50_1 | 34 |
| dfrtp_1 | 85 |
| fa_1 | 9 |
| ha_1 | 38 |
| inv_1 | 59 |
| nand2_1 | 66 |
| nand2b_1 | 10 |
| nand3_1 | 37 |
| nand4_1 | 26 |
| nor2_1 | 112 |
| nor2b_1 | 14 |
| nor3_1 | 30 |
| nor4_1 | 18 |
| o211ai_1 | 11 |
| o21ai_0 | 45 |
| o21ai_1 | 13 |
| o31ai_1 | 9 |
| xnor2_1 | 26 |
| xor2_1 | 38 |
what timing repair did:
action                     in CTS  in global routing
hold endpoints to repair        0                  0
gates resized                  31                 77
pin swaps                      14                 31
setup endpoints to repair       7                 20
buffers inserted                7                 18
cloned                          0                  0
cell type report:
cell class                 instances  area, um2  share of cell area
multi-input combinational        808       6001              0.5725
sequential                        88       2206              0.2105
timing repair buffer             178       1454              0.1387
tap                              216      270.3             0.02578
inverter                          67      252.7             0.02411
clock buffer                       9      225.2             0.02149
clock inverter                     7      72.57            0.006924
power by group through the flow:
| stage | Clock, mW | Combinational, mW | Sequential, mW |
|---|---|---|---|
| final | 0.545 | 3.49 | 0.793 |
| after global routing | 0.581 | 3.83 | 0.810 |
| after CTS | 0.562 | 3.05 | 0.784 |
logic make-up (layout without fill, tap and decap cells):
family          count (synthesis)  in the layout
mux                            18             18
xor+xnor                       67             67
fa+ha+maj                      57             57
simple gates                  408            408
flops                          88             88
compound gates                258            258
buf+inv                       133            261
registers in the layout (all words and copies together), names as in the netlist:
signal,flops
STATO,3
NUM,32
EN_DISP,1
TEMP,9
FLAG,1
RES_DISP,1
MAR,32
MAX,9
stage by stage:
step | cells | instance area [um2] | power, mW | setup slack (ps) | hold WS, ps
final | 1373 | 10480 | 4.828 | 98.33 | 493.7
after global routing | 1373 | 10480 | 5.220 | -93.30 | 503.9
after CTS | 1355 | 9997 | 4.399 | 0.3983 | 497.5
after detailed placement | 1332 | 9502 | 3.664 | 16.91 | 482.4
after global placement | 1332 | 9502 | 3.696 | 66.41 | 469.8
after floorplan | 1029 | 8299 | 2.679 | 54.30 | 456.3
Power is estimated from default activity; no workload was simulated.
